### flow/design.v
module add(clk, rstn, a, b, r, s);
	input clk,rstn, r;
	input [31:0] a, b;
	output [31:0] s;
	wire [31:0] sum;
	reg [31:0] S;
	wire c0 = 0;
	wire c4, c8, c12, c16, c20, c24, c28, c32;
	cla cla_0(a[3:0], b[3:0], c0, sum[3:0], c4);
	cla cla_1(a[7:4], b[7:4], c4, sum[7:4], c8);
	cla cla_2(a[11:8], b[11:8], c8, sum[11:8], c12);
	cla cla_3(a[15:12], b[15:12], c12, sum[15:12], c16);
	cla cla_4(a[19:16], b[19:16], c16, sum[19:16], c20);
	cla cla_5(a[23:20], b[23:20], c20, sum[23:20], c24);
	cla cla_6(a[27:24], b[27:24], c24, sum[27:24], c28);
	cla cla_7(a[31:28], b[31:28], c28, sum[31:28], c32);
	always @(negedge clk, negedge rstn)
	begin
		if(rstn == 0)
			S <= 0;
		else if(r==1) S <= sum;
	end
	assign s = S;
endmodule
module cla(a, b, c0, s, c4);
	input [3:0] a,b;
	input c0;
	output [3:0] s;
	output c4;
	wire p0, p1, p2, p3, g0, g1, g2, g3;
	wire c1, c2, c3, c4;
	assign 
		p0 = a[0] | b[0],
		p1 = a[1] | b[1],
		p2 = a[2] | b[2],
		p3 = a[3] | b[3],
		g0 = a[0] & b[0],
		g1 = a[1] & b[1],
		g2 = a[2] & b[2],
		g3 = a[3] & b[3];
	assign 
		c1 = g0 | (p0&c0),
		c2 = g1 | (p1&c1),
		c3 = g2 | (p2&c2),
		c4 = g3 | (p3&c3);
	assign 
		s[0] = a[0]^b[0]^c0,
		s[1] = a[1]^b[1]^c1,
		s[2] = a[2]^b[2]^c2,
		s[3] = a[3]^b[3]^c3;
endmodule
### flow/run.sh
#!/bin/bash
# OpenROAD 26Q1-2900-gdf79404cd8, Yosys 0.63+post, stock flow scripts
make -C /OpenROAD-flow-scripts/flow DESIGN_CONFIG=/design/flow/config.mk WORK_HOME=/design/flow/orfs finish
### flow/config.mk
export PLATFORM = sky130hd
export DESIGN_NAME = add
export DESIGN_NICKNAME = add
export VERILOG_FILES = /design/flow/design.v
export SDC_FILE = /design/flow/constraint.sdc
export NUM_CORES = 4
export LEC_CHECK = 1
export CORE_UTILIZATION = 30
export SYNTH_HDL_FRONTEND = slang
### flow/constraint.sdc
current_design add

set clk_period 1.5
set clk_io_pct 0.2

create_clock -name clk0 -period $clk_period [get_ports {clk}]

set non_clock_inputs [all_inputs -no_clocks]
set_input_delay [expr $clk_period * $clk_io_pct] -clock clk0 $non_clock_inputs
set_output_delay [expr $clk_period * $clk_io_pct] -clock clk0 [all_outputs]
==> impl_metrics.tcl <==
# yosys + openroad results
set metrics [dict create \
    cts_buffer_depth 2 \
    num_vias 1319 \
    die_w_um 83.3 \
    area_delta_synth_final_pct 65.5 \
    routedWlPerCell_um 13.4 \
    viasPerCell 4.23 \
    critical_path_class "in -> reg" \
    drt-initial-drc-count 35 \
    chipArea_um2 6940 \
    start_kind "input port" \
    cts_tree "done" \
    yosysWarnings 0 \
    status "finished, violations left" \
    netlist_area_um2 1980 \
    switchingPower_mw 0.740 \
    p_comb_share_pct 39.3 \
    timing.final.ws_setup_ps -10270 \
    final_util_pct 51.6 \
    worstPathArrival_ps 11150 \
    clock_skew_ps 0 \
    grt_pass1_vias 1433 \
    critPathMaxStageDelay_ps 360 \
    p_sw_share_pct 24.0 \
    critPathBufInv 2 \
    fill_cells 550 \
    fp_util_pct 31.2 \
    finalWirelength_um 4190 \
    worstMarginPinSlew_ps 177 \
    hold_path_class "reg -> reg" \
    powerDensity_nw_per_um2 939 \
    final-hold-violation-count 0 \
    gr-total-overflow 0 \
    place_congestion 0.782 \
    clockPowerShare_pct 21.9 \
    grt_pass1_wl_um 7130 \
    fin_tns_setup_ps -181760 \
    ctsHoldBuffers 0 \
    cap_viol_max_count 0 \
    remaining_drc_errors 0 \
    diodes 0 \
    ys_area_um2 1980 \
    syn_inst 105 \
    slowest_stage "fa_2" \
    io_pins 99 \
    critPathMaxFanout 1 \
    crit_path_frequent_cell "fa_2" \
    ys_types 12 \
    power_frac_seq_pct 38.8 \
    drive_above_1_share_pct 57.0 \
    ys.flops 32 \
    slew_headroom_pct 88.2 \
    ff_latch_area_um2 801 \
    failed_checks "setup timing" \
    p_leak_nw 1.46 \
    fp.dieH_um 83.3 \
    clk_pin_slew_worst_paths_ps 50 \
    drtAntennaViolNets 0 \
    drt_first_pass_iters 2 \
    grt_usage_pct 13.2 \
    grt_antenna_before_repair 0 \
    maxSlewViolCount 0 \
    warnings 28 \
    combGateArea_um2 1190 \
    clk_root_buffer_cell "clkbuf_8" \
    ir_worst_vdd_mv 0.431 \
    dp_hpwl_um 3170 \
    crit_family "adder cells" \
    row_count 29 \
    ys_cells 105 \
    io_buffer_count 98 \
    rsz0062_at_grt "true" \
    setup_viol 63 \
    layout_top_cells "61 x clkdlybuf4s50_1, 33 x buf_2, 32 x dfrtn_1" \
    yosys.stat.seqShare_pct 40.4 \
    cp.required_ps 880 \
    largest_reg_flops 32 \
    intPower_mw 2.34 \
    coreArea_um2 6350 \
    cts.sinks 32 \
    cts_buffers 5 \
    postSynthAreaPerCell_um2 18.9 \
    clock_latency_ps 280 \
    grt_max_degree 33 \
    htree_levels 2 \
    layout_top_cell "clkdlybuf4s50_1" \
    cp-end-kind "register" \
]
-- Yosys cell counts --
| cell type | number | area share [%] |
|---|---|---|
| dfrtn_1 | 32 | 40 |
| fa_1 | 30 | 30 |
| mux2_4 | 27 | 20 |
| inv_1 | 4 | 0.76 |
| buf_12 | 3 | 3.0 |
| mux2_2 | 3 | 1.7 |
| a21oi_1 | 1 | 0.25 |
| buf_6 | 1 | 0.57 |
| ha_1 | 1 | 0.63 |
| mux2i_1 | 1 | 0.51 |
| nor2_1 | 1 | 0.19 |
| xor3_1 | 1 | 1.2 |
-- final timing paths --
| check | cells past startpoint | end | slack [ps] | from |
|---|---|---|---|---|
| min in group asynchronous | 2 | s[11] | 1010 | rstn |
| max in group asynchronous | 2 | s[26] | 280 | rstn |
| setup reg to reg | 4 | s[26] | 390 | s[26] |
| hold reg to reg | 1 | s[9] | 450 | s[9] |
| setup / recovery | 35 | s[31] | -10270 | a[0] |
| hold / removal | 1 | s[9] | 450 | s[9] |
-- power groups by stage --
stage     Combinational [mW]  Clock, mW  Sequential, mW
4_1_cts                 1.18      0.705            1.20
6_report                1.21      0.674            1.20
5_1_grt                 1.34      0.742            1.22
-- worst register-to-register path: stages, from the launching register on --
cell     delay, ps
dfrtn_1        340
buf_4          130
buf_4          120
buf_4          120
mux2_4         250
-- layer usage --
| metal | global-route usage (%) | routed length, um | up-vias |
|---|---|---|---|
| li1 | - | - | 600 |
| met1 | 20.4 | 1790 | 646 |
| met2 | 19.8 | 1980 | 68 |
| met3 | 4.04 | 380 | 5 |
| met4 | 1.72 | 42 | 0 |
| met5 | 0 | 0 | - |
-- layout make-up --
type,count,area share [%]
repair buffers,126,33.2
well taps,77,2.94
multi-input cells,65,36.3
clock buffers,8,2.75
flip-flops and latches,32,24.4
inverters,4,0.458
-- timing repair --
action | CTS | global route
buffers inserted | 9 | 5
cloned | 1 | 0
gates resized | 114 | 3
setup endpoints to repair | 64 | 64
-- logic make-up after synthesis --
kind of cell	after synthesis	synth area share, %
flops	32	40.4
mux	31	22.7
fa+ha+maj	31	30.9
buf+inv	8	4.36
compound gates	1	0.252
xor+xnor	1	1.20
simple gates	1	0.189
-- per-stage QoR --
step | instance area (um2) | instances | setup slack (ps) | total power, mW | hold slack (ps)
global route | 3280 | 312 | -10500 | 3.30 | 460
finish | 3280 | 312 | -10270 | 3.08 | 451
detailed placement | 3210 | 289 | -10960 | 2.49 | 457
global placement | 3210 | 289 | -10900 | 2.47 | 453
CTS | 3240 | 307 | -10310 | 3.09 | 453
floorplan | 2080 | 105 | -10150 | 1.65 | 416
No activity file was given, so power comes from the tool's default toggle rates.
