==> design.v <==
module fir_buffer (clk, rstn, CEN, REN, D, A, q); 
	input [5:0] A;  
	input CEN, REN, clk, rstn;  
	input [15:0] D;  
	output [15:0] q;  
	reg [15:0] buffer [0:63];  
	reg [15:0] Q;  
	integer k;
	always @(posedge clk, negedge rstn) begin
		if(rstn==0) begin
			for(k=0;k <64;k=k+1)
				buffer[k][15:0] = 0;
		end
		else if(!CEN) begin  
			if (!REN)  
			begin
				Q = buffer[A][15:0]; 
			end
			else if (REN)  
			begin
				for(k=63;k > 0;k=k-1)
					buffer[k][15:0] = buffer[k-1][15:0]; 
				buffer[0][15:0] = D;
				Q = D;
			end
		end
	end	
	assign q = Q;
endmodule
==> run.sh <==
#!/bin/bash
# OpenROAD 26Q1-2900-gdf79404cd8, Yosys 0.63+post, stock flow scripts
make -C /OpenROAD-flow-scripts/flow DESIGN_CONFIG=/design/flow/config.mk WORK_HOME=/design/flow/orfs finish
==> config.mk <==
export PLATFORM = sky130hd
export DESIGN_NAME = fir_buffer
export DESIGN_NICKNAME = fir_buffer
export VERILOG_FILES = /design/flow/design.v
export SDC_FILE = /design/flow/constraint.sdc
export NUM_CORES = 4
export LEC_CHECK = 1
export CORE_UTILIZATION = 40
export SYNTH_HDL_FRONTEND = slang
==> constraint.sdc <==
current_design fir_buffer

set clk_period 4.0
set clk_io_pct 0.2

create_clock -name clk0 -period $clk_period [get_ports {clk}]

set non_clock_inputs [all_inputs -no_clocks]
set_input_delay [expr $clk_period * $clk_io_pct] -clock clk0 $non_clock_inputs
set_output_delay [expr $clk_period * $clk_io_pct] -clock clk0 [all_outputs]
==> run summary <==
flow finished, numbers: maximum clock frequency=352 MHz, total track usage=19.4%, Area after DPL=48900 um2, Layout area overhead=12.5%, part of the power in registers=49.1%, cycle use final=71.0%, HPWL after DPL=64700 um, mapped cell area=46700 um2, status=completed, vias in the first global route=27400, fillers=9616, crit path DAT=3.38 ns, Largest type area fraction=54.9%, Routed WL=105000 um, Ys Warns=0, tool warning count=40, drt pass-1 iters=5, CP Capture Type=flop, Int Power=0.0193 W, Yosys top cell by area=dfrtp_1, yosys synthesis chip area=46700 um2, Combinational Power Share=11.4%, top_reg_cell synth=dfrtp_1, # clock sinks=1040, P_sw=0.00639 W, R2R cell count=4, register area=26100 um2, Crit path required time=4.54 ns, FP Core Util=40.6%, total negative slack=0 ns, Clock Power Share=39.6%, RSZ-0062 raised after global routing=false, Core Region=115000 um2, maximum capacitance violations=0, Design Area, Final=52600 um2, LEAKAGE=25.0 nW, EDFF count, synth=16, die height=344 um, distinct lib cells=37, CTS tree=yes, root buffer cell=clkbuf_16, Avg WL per Cell=22.7 um, Setup CP Type=in2reg, total grt overflow=0, Yosys reg bits=1040, Max VDD drop=329 uV, CP Launch Type=input pin, # Cells Yosys=3011, worst hold path class=in2async, largest net degree at the start of global routing=148, initial antenna violation count=3, postcts setup bufs=0, gp weighted congestion=0.837, Num CTS Buffers=110, Slew HR=43.7%, diode count=0, Die Size=118000 um2, Synth Seq Share=55.9%, CTS Hold Buffers Added=0, Synth Area per Inst=15.5 um2, H-tree lvl count=3, # resized after CTS=0, Reg clk slew, reported paths=0.06 ns, Slew @ Worst Pin=0.845 ns, share of cells above drive strength 1=48.2%, via/cell ratio=5.51, DRC=0, most frequent cells in the layout=mux2_2 (1040), dfrtp_1 (1024), mux2i_1 (192), mux4_2 (159), clkbuf_16 (110), most numerous logic cell after layout=mux2_2, std cell rows=124, Switching Fraction=24.9%, Comb gate area=19500 um2, Syn Inst Count=3011, # IOs=42, Synth area leaders=dfrtp_1 (55%), mux2_2 (25%), mux4_2 (7.7%), Fin. Hold Viols=0, clk buf depth=3, Crit Path Max Fanout=24, PwrDens=489 nW/um2, Max Slew Vio Count=0, initial DRC count=1509, Latency at later pin=0.69 ns, fin crit period=2.84 ns, I/O Buffers=41, Post-Route Skew=0.0174 ns, ANT nets after route=0, first-pass GRT wire length=167000 um, async set-reset flop share out of synthesis=98.5%, final number of setup-violating endpoints=0, DIE WIDTH=344 um, DR vias=25600
[state kept, by name, summed over array words and instances, names as in the netlist]
name    count
buffer   1024
q          16
[cell families after synthesis]
group	synth area share, %
simple gates	1.74
compound gates	3.00
flops	55.9
buf+inv	2.42
mux	36.9
[critical path: stages]
cell and delay [ns]:
buf_2 0.52, and2_2 0.71, buf_12 0.33, buf_4 0.31
a22oi_1 0.13, a21oi_1 0.31, a221o_1 0.22
[layout make-up]
| cell class | count | area share (%) |
|---|---|---|
| clock inverters | 42 | 0.731 |
| well taps | 1512 | 3.60 |
| multi-input cells | 1751 | 37.1 |
| repair buffers | 129 | 2.64 |
| flip-flops and latches | 1040 | 49.7 |
| clock buffers | 165 | 6.24 |
[cells in the mapped netlist, types with 16 or more instances]
master        n
nor3_1       16
dfrtp_1    1024
clkbuf_1     70
a22oi_1      80
a221o_1      16
mux4_2      159
o22ai_1      32
buf_2       124
nand4_1      16
nand2_1      66
o2111ai_1    16
mux2_2     1040
o221ai_1     16
or2_2        17
edfxtp_1     16
a21oi_1      16
mux2i_1     192
nor2_1       34
[final timing paths]
kind / start / slack [ns] / end
hold reg to reg: buffer[15]$_DFFE_PN0P_ / 0.50 / buffer[15]$_DFFE_PN0P_
hold / removal: rstn / 0.14 / buffer[362]$_DFFE_PN0P_
setup / recovery: A[4] / 1.16 / q[2]$_DFFE_PP_
setup reg to reg: buffer[558]$_DFFE_PN0P_ / 2.01 / q[14]$_DFFE_PP_
max in group asynchronous: rstn / 2.29 / buffer[819]$_DFFE_PN0P_
min in group clk0: buffer[15]$_DFFE_PN0P_ / 0.50 / buffer[15]$_DFFE_PN0P_
[per-stage QoR]
stage	power [W]	hold slack, ns	std cells	utilization, %	setup slack (ns)
floorplan	0.0146	0.474	3011	-	1.28
global placement	0.0156	0.484	4432	42.5	0.493
detailed placement	0.0157	0.491	4432	42.5	0.451
CTS	0.0260	0.102	4639	45.7	1.18
global route	0.0268	0.139	4639	45.7	1.08
finish	0.0257	0.137	4639	45.7	1.16
[power groups by stage]
stage	sequential [W]	combinational, W	clock (W)
6_report	0.0126	0.00292	0.0102
5_1_grt	0.0128	0.00320	0.0108
4_1_cts	0.0126	0.00297	0.0104
[layer usage]
layer	share of wire, %	GRT usage (%)	up-vias
li1	-	-	11400
met1	44	29.6	13400
met2	44	27.1	647
met3	10	8.50	157
met4	2.2	3.66	2
met5	0.017	0	-
Power is estimated from default activity; no workload was simulated.
