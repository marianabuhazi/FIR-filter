## flow/design.v

```verilog
module multiply (clk, rstn, lm, lq, s, datam, dataq, p, done); 
	parameter n = 16;
	input clk, rstn, lm, lq, s;
	input [n-1:0] datam, dataq;
	output [n+n-1:0] p; 
	output reg done;
	wire z;
	reg [n+n-1:0] datap; 
	wire [n+n-1:0] m, sum; 
	reg [1:0] y, Y;
	wire [n-1:0] q;
	reg em, eq, ep, psel; 
	integer k;
	parameter S1 = 2'b00, S2 = 2'b01, S3 = 2'b10;
	always @(s, y, z) begin: State_table
		case (y)
			S1: if(s==0)Y=S1;
			else Y = S2;
			S2: if(z==0)Y=S2;
			else Y = S3;
			S3: if(s==1)Y=S3;
			else Y = S1;
		default: Y = 2'bxx;
		endcase 
	end
	always @(posedge clk, negedge rstn) begin: State_flipflops
		if (rstn == 0) y <= S1;
		else y <= Y;
	end
	always @(s, y, q[0]) begin: FSM_outputs
		em = 0; eq = 0; ep = 0; done = 0; psel = 0; 
		case (y)
			S1: ep=1; 
			S2: begin
				em = 1; 
				eq = 1; 
				psel = 1; 
				if (q[0]) ep = 1;
				else ep = 0;
			    end
			S3: done=1;
		endcase 
	end
	shiftrne ShiftQ (dataq, lq, eq, 1'b0, clk, q); 
		defparam ShiftQ.n = 16;
	shiftlne ShiftM ({{n{1'b0}}, datam}, lm, em, 1'b0, clk, m); 
		defparam ShiftM.n = 32;
	assign z = (q == 0); 
	assign sum = m + p;
	always @(psel, sum) begin: muxes
		for (k = 0; k < n+n; k = k+1) 
			datap[k] = psel ? sum[k] : 1'b0;
	end
	regne regp (datap, clk, rstn, ep, p); 
		defparam regp.n = 32;
endmodule
module regne (D, clk, rstn, E, Q); 
	parameter n = 32;
	input [n-1:0] D;
	input clk, rstn, E;
	output reg [n-1:0] Q;
	always @(posedge clk, negedge rstn) begin: regne
		if (rstn == 0)
			Q <= 0; 
		else if (E)
			Q <= D;
	end
endmodule
module shiftlne (R, L, E, w, clk, Q); 
	parameter n = 32;
	input [n-1:0] R;
	input L, E, w, clk;
	output reg [n-1:0] Q; 
	integer k;
	always @(posedge clk) begin
		if (L)
			Q <= R; 
		else if (E)
		begin
		for(k=n-1;k > 0;k=k-1)
			Q[k] <= Q[k-1]; 
		Q[0] <= w;
		end 
	end	
endmodule
module shiftrne (R, L, E, w, clk, Q); 
	parameter n = 16;
	input [n-1:0] R;
	input L, E, w, clk;
	output reg [n-1:0] Q; 
	integer k;
	always @(posedge clk) 
		if (L)
			Q <= R; 
		else if (E)
		begin
		for(k=n-1;k > 0;k=k-1)
			Q[k-1] <= Q[k]; 
		Q[n-1] <= w;
	end 	
endmodule
```

## flow/run.sh

```bash
#!/bin/bash
# OpenROAD 26Q1-2900-gdf79404cd8, Yosys 0.63+post, stock flow scripts
make -C /OpenROAD-flow-scripts/flow DESIGN_CONFIG=/design/flow/config.mk WORK_HOME=/design/flow/orfs finish
```

## flow/config.mk

```make
export PLATFORM = sky130hd
export DESIGN_NAME = multiply
export DESIGN_NICKNAME = multiply
export VERILOG_FILES = /design/flow/design.v
export SDC_FILE = /design/flow/constraint.sdc
export NUM_CORES = 4
export LEC_CHECK = 1
export CORE_UTILIZATION = 30
export SYNTH_HDL_FRONTEND = slang
```

## flow/constraint.sdc

```tcl
current_design multiply

set clk_period 20.8
set clk_io_pct 0.2

create_clock -name clk0 -period $clk_period [get_ports {clk}]

set non_clock_inputs [all_inputs -no_clocks]
set_input_delay [expr $clk_period * $clk_io_pct] -clock clk0 $non_clock_inputs
set_output_delay [expr $clk_period * $clk_io_pct] -clock clk0 [all_outputs]
```

==> out/results.txt <==
Status: finished clean
Critical Path Max Stage Delay: 0.92 ns
Root Buffer Master: clkbuf_16
Critical path endpoint category: flop
Ant diodes: 0
Slew Limit Fails: 0
Maximum clock frequency: 0.1799 GHz
Post-synth EDFFs: 32
CTS Buf Count: 9
Crit path kind: in2reg
Global-route wire length before repair: 17730 µm
Hold/Removal Path Class: reg2reg
Post-Place Setup Slack: 14.87 ns
Worst Max-Slew Pin Slew: 0.7022 ns
Arrival @ worst endpoint: 5.56 ns
Synth Seq Share: 44.90%
Ys cells: 468
Mean post-synth cell area: 10.27 µm²
H-tree depth: 3
Startpoint type of the worst setup path: input port
Area grow syn2layout: 25.77%
Max Cap Viol: 0
Logic pwr share: 40.6%
Drt pass-1 iters: 4
Worst-path clk slew: 0.06 ns
Final worst slack: 15.24 ns
Clk pwr share: 25.0%
Starting density of the core: 31.16%
Clk buf depth: 2
Die width: 128.6 µm
Die height: 128.6 µm
Postcts setup bufs: 0
DRT antenna net count: 0
Cell Pwr Density: 114.1 nW/µm²
Slowest cell on crit path: clkdlybuf4s50_1
Final setup viols: 0
Initial antenna violation count: 0
Setup_tns: 0 ns
Via-to-Cell Ratio: 4.917
Main flop type: dfrtp_1
TritonCTS clock tree: yes
Core Util, Final: 39.19%
Gr usage total: 13.80%
Sw power: 0.2290 mW
Share of cells above drive strength 1: 10.95%
Clock sink total: 83
Full die area: 16530 µm²
Log Warnings: 25
CP top delay family: buffers and inverters
WL/cell: 14.29 µm
Crit path DRT: 20.80 ns
Worst-path cell chain: clkdlybuf4s50_1 > or2_2
Switching share of total power: 33.21%
Worst-Skew Late Latency: 0.34 ns
Post-synth cell types: 55
Registers, synthesis: 83
Clock Skews: 0.005983 ns
Placeable Area: 15430 µm²
RePlAce Congestion: 0.8790
Leakage: 2.670 nW
Largest net degree at the start of global routing: 42
Synth warnings: 0
Cts hold-fix bufs: 0
Flop pwr share: 34.4%
Slew margin rel.: 53.04%
Asr flop ratio synth: 42.17%
Crit-path max FO: 17
DR DRC count: 0
CP Buf/Inv Count: 1
Synth Instances: 468
HPWL Detailed: 7603 µm
Final period util: 26.72%
Final Routed Wirelength: 10720 µm
DRT iter0 DRCs: 186
Internal power: 0.4606 mW
Peak supply drop: 0.04533 mV
Tmin final: 5.558 ns
Site row count: 45
Via count: 3688
Number of global-route vias before repair: 3579
RSZ-0062 raised after global routing: false
Total gr overflow: 0
Port bufs: 69
CTS resizes: 0
Final hold vios: 0
YS chip area: 4807 µm²
Cell area after synthesis: 4807 µm²
WHS: 0.5213 ns
Num ports: 70
-- worst register-to-register path: cells and delay by family, from the launching register on --
kind	cells	cell delay, ns
and+or+nand+nor	2	0.62
buffers and inverters	1	0.07
DFF	1	0.38
adders and majority gates	2	0.59
AOI/OAI and AO/OA	7	1.67
-- cell usage after synthesis (2+ instances only) --
| master | number | area (µm²) |
|---|---|---|
| nand2_1 | 47 | 176.4 |
| o21ai_0 | 39 | 195.2 |
| dfrtp_1 | 34 | 850.8 |
| edfxtp_1 | 32 | 960.9 |
| ha_1 | 31 | 387.9 |
| nor2_1 | 31 | 116.4 |
| mux2_2 | 29 | 326.6 |
| a21oi_1 | 27 | 135.1 |
| a21o_1 | 25 | 187.7 |
| clkbuf_1 | 16 | 60.06 |
| dfxtp_1 | 16 | 320.3 |
| mux2i_1 | 16 | 160.2 |
| xnor2_1 | 13 | 113.9 |
| xor2_1 | 11 | 96.34 |
| inv_1 | 9 | 33.78 |
| nand3_1 | 9 | 45.04 |
| a211oi_1 | 5 | 37.54 |
| nand2b_1 | 5 | 31.28 |
| nor2b_1 | 5 | 31.28 |
| nor4_1 | 5 | 31.28 |
| and2_1 | 4 | 25.02 |
| o211ai_1 | 4 | 30.03 |
| o21a_1 | 4 | 30.03 |
| o31ai_1 | 4 | 30.03 |
| a31oi_1 | 3 | 18.77 |
| and3_1 | 3 | 18.77 |
| buf_1 | 3 | 11.26 |
| nor3_1 | 3 | 15.01 |
| a21oi_2 | 2 | 17.52 |
| a221o_1 | 2 | 20.02 |
| a22o_1 | 2 | 17.52 |
| a41oi_1 | 2 | 17.52 |
| nand4_1 | 2 | 12.51 |
| o21bai_1 | 2 | 15.01 |
| or2_2 | 2 | 12.51 |
| or3_1 | 2 | 12.51 |
-- cell usage in the layout (no fill, tap or decap), drive strengths merged, types with 3 or more instances in the layout --
| cell | instances |
|---|---|
| a211oi | 6 |
| a21o | 25 |
| a21oi | 29 |
| a31oi | 3 |
| and2 | 4 |
| and3 | 3 |
| buf | 6 |
| clkbuf | 10 |
| clkdlybuf4s50 | 68 |
| clkinv | 4 |
| dfrtp | 34 |
| dfxtp | 16 |
| edfxtp | 32 |
| ha | 31 |
| inv | 9 |
| mux2 | 29 |
| mux2i | 16 |
| nand2 | 47 |
| nand2b | 5 |
| nand3 | 9 |
| nor2 | 31 |
| nor2b | 5 |
| nor3 | 3 |
| nor4 | 5 |
| o211ai | 4 |
| o21a | 4 |
| o21ai | 39 |
| o31ai | 4 |
| xnor2 | 13 |
| xor2 | 11 |
-- final cells by class --
class / count / area [µm²]
sequential: 83 / 2158
multi-input combinational: 357 / 2547
clock inverter: 6 / 90.09
clock buffer: 10 / 229.0
timing repair buffer: 74 / 723.2
fill: 1498 / 9382
inverter: 9 / 33.78
tap: 211 / 264.0
-- layer usage --
| metal | up-vias | track usage [%] | share of wire [%] |
|---|---|---|---|
| met4 | 0 | 1.315 | 0.70 |
| met2 | 75 | 21.08 | 44 |
| li1 | 1861 | - | - |
| met5 | - | 0 | 0 |
| met1 | 1744 | 21.01 | 50 |
| met3 | 8 | 3.600 | 5.0 |
-- path summary, 6_finish.rpt --
kind | slack [ns] | start | endpoint | cells after the start
worst max-delay path | 15.24 | lq | ShiftQ.Q[1] | 2
worst min-delay path | 0.52 | regp.Q[17] | regp.Q[17] | 2
worst max register to register | 17.37 | regp.Q[0] | regp.Q[30] | 12
worst min register to register | 0.52 | regp.Q[17] | regp.Q[17] | 2
max in group asynchronous | 16.58 | rstn | y[0] | 2
min in group asynchronous | 3.86 | rstn | regp.Q[24] | 2
-- state kept, by name, indices dropped and copies added (netlist names) --
signal,flops
ShiftM.Q,32
regp.Q,32
ShiftQ.Q,16
y,3
-- stage by stage --
step | cells | area, µm² | power [mW]
6_report | 750 | 6046 | 0.6896
5_1_grt | 750 | 6046 | 0.7408
4_1_cts | 750 | 6046 | 0.6970
3_5_place_dp | 734 | 5727 | 0.5183
3_3_place_gp | 734 | 5727 | 0.5173
2_1_floorplan | 468 | 4807 | 0.4104
-- cells by family after synthesis --
kind of cell               share of synthesized area, %
AOI/OAI and AO/OA                                 18.04
and+or+nand+nor                                   11.89
DFF                                               44.90
muxes                                             10.12
adders and majority gates                         8.485
buffers and inverters                             2.186
xor gates and xnor gates                          4.373
-- power by group through the flow --
stage	Combinational, mW	Sequential, mW	Clock, mW
after CTS	0.281	0.239	0.177
after global routing	0.314	0.244	0.183
final	0.280	0.237	0.172
No activity file was given, so power comes from the tool's default toggle rates.
